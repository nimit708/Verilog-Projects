===== flow/run.sh =====
#!/bin/bash
# OpenROAD 26Q1-2900-gdf79404cd8, Yosys 0.63+post, stock flow scripts
make -C /OpenROAD-flow-scripts/flow DESIGN_CONFIG=/design/flow/config.mk WORK_HOME=/design/flow/orfs finish

===== flow/config.mk =====
export PLATFORM = sky130hd
export DESIGN_NAME = fifo_top_module
export DESIGN_NICKNAME = fifo_top_module
export VERILOG_FILES = /design/flow/design.v
export SDC_FILE = /design/flow/constraint.sdc
export NUM_CORES = 4
export LEC_CHECK = 1
export CORE_UTILIZATION = 50

===== flow/constraint.sdc =====
current_design fifo_top_module

set clk_period 4.5
set clk_io_pct 0.2

create_clock -name clk0 -period $clk_period [get_ports {clk}]

set non_clock_inputs [all_inputs -no_clocks]
set_input_delay [expr $clk_period * $clk_io_pct] -clock clk0 $non_clock_inputs
set_output_delay [expr $clk_period * $clk_io_pct] -clock clk0 [all_outputs]

===== flow/design.v =====
module fifo_top_module(rdEn,wrEn,data_in,data_out,fifo_threshold,fifo_empty,fifo_overflow,fifo_underflow,fifo_full,reset,clk);
  parameter Zero_4_Bit = 4'b0000, One_4_Bit = 4'b0001;
  input clk,reset,rdEn,wrEn;
  input [7:0] data_in;
  output [7:0] data_out;
  output fifo_overflow,fifo_underflow,fifo_full,fifo_empty,fifo_threshold;
  wire [3:0]rdPtr;
  wire [3:0]wrPtr;
  wire fifo_rd, fifo_wr;
  array_in_memory mArray(data_out,data_in,clk,wrPtr,rdPtr,fifo_wr);
  read_ptr pointer_1(rdPtr,fifo_rd,rdEn,clk,fifo_empty,reset);
  write_ptr pointer_2(wrPtr,fifo_wr,wrEn,clk,fifo_full,reset);
  status_signal signal_found(clk,reset,fifo_rd,fifo_wr,rdPtr,wrPtr,fifo_full,fifo_empty,fifo_threshold,fifo_overflow,fifo_underflow,rdEn,wrEn);
endmodule
  module array_in_memory(data_out,data_in,clk,wrPtr,rdPtr,fifo_wr);
    input [7:0]data_in;
    output [7:0] data_out;
    input [3:0] rdPtr,wrPtr;
    input clk,fifo_wr;
    reg[7:0] data_out_2[15:0];
    wire[7:0] data_out;
    always @(posedge clk)
      begin
       if(fifo_wr)
         data_out_2[wrPtr[3:0]] <= data_in;
      end
    assign data_out = data_out_2[rdPtr[3:0]];
  endmodule
  module read_ptr(rdPtr,fifo_rd,rdEn,clk,fifo_empty,reset);
    input clk,reset,fifo_empty,rdEn;
    output reg [3:0] rdPtr;
    output fifo_rd;
    assign fifo_rd = (~fifo_empty) & rdEn;
    always @(posedge clk or negedge reset)begin
      if(~reset) rdPtr <= 0;
    else if(fifo_rd)
     rdPtr <= rdPtr + 1;
    else
    rdPtr <= rdPtr;
    end
  endmodule
  module write_ptr(wrPtr,fifo_wr,wrEn,clk,fifo_full,reset);
    input wrEn,clk,reset,fifo_full;
    output reg [3:0] wrPtr;
    output fifo_wr;
    assign fifo_wr = (~fifo_full) & wrEn;
    always@(posedge clk or negedge reset)begin
    if(~reset) wrPtr <= 0;
    else if (fifo_wr)
        wrPtr <= wrPtr + 1;
    else
        wrPtr <= wrPtr;
    end
  endmodule
module status_signal(clk,reset,fifo_rd,fifo_wr,rdPtr,wrPtr,fifo_full,fifo_empty,fifo_threshold,fifo_overflow,fifo_underflow,rdEn,wrEn);
    input rdEn,wrEn,clk,fifo_rd,fifo_wr,reset;
    input[3:0] rdPtr,wrPtr;
    output reg fifo_full,fifo_empty,fifo_threshold,
    									fifo_overflow,fifo_underflow;
    wire fbit_comp, overflow_set,underflow_set;
    wire pointer_equal;
    wire[3:0] pointer_result;
    assign fbit_comp = rdPtr[3] ^ wrPtr[3];
  assign pointer_equal = (wrPtr[2:0] - rdPtr[2:0]) ? 0 : 1;
  assign pointer_result = wrPtr[3:0] - rdPtr[3:0];
    assign overflow_set = fifo_full & wrEn;
    assign underflow_set = fifo_empty & rdEn;
    always@(*)
      begin
        fifo_full = fbit_comp & pointer_equal;
        fifo_empty = (~fbit_comp) & pointer_equal;
        fifo_threshold = (pointer_result[3] || pointer_result[2]) ? 1 : 0;
      end
    always@(posedge clk or posedge reset)
      begin
        if(reset) fifo_overflow <= 0;
        else if ((overflow_set == 1) & (fifo_rd == 0))
          fifo_overflow <= 1;
        else if (fifo_rd)
          fifo_overflow <= 0;
        else
          fifo_overflow <= fifo_overflow;
      end
    always@(posedge clk or posedge reset)
      begin
        if(reset) fifo_underflow <= 0;
        else if((underflow_set == 1) & (fifo_wr == 0))
          fifo_underflow <= 1;
        else if(fifo_wr)
          fifo_underflow <= 0;
        else
          fifo_underflow <= fifo_underflow;
      end
  endmodule

==> reports/qor.txt <==
Synth mux share - 0.124
Async S/R FF share, synth - 0.0725
Gr ovfl total - 0
Post-synthesis instance total - 325
R2R Path Start - pointer_1.rdPtr[0]
Ys cells - 325
Post-synth regs - 138
Clk pwr share - 0.296
Worst R2R End - mArray.data_out_2[1][6]
Reg2reg path depth - 7
Synth-to-layout area growth - 18.9%
Area fraction in compound gates - 0.0525
Pwr dens - 670 nW/um2
Pre-CTS setup slack - 1270 ps
CP Class - reg -> out
CTS H-tree depth - 4
CP startpoint kind - flop
Reg power frac - 0.375
CTS Sinks - 138
Ports - 25
Simple Share, Synth - 0.0426
Setup Viol. Count Final - 0
Critical path peak fanout - 39
Period utilisation layout - 0.813
Largest net degree at the start of global routing - 40
First-pass GRT wire length - 17,400 um
Core Region - 10,900 um2
Final Util - 0.616
Max Cap Viol - 0
Period minus WS final - 3660 ps
# diodes - 0
Register area - 4100 um2
R2R Setup Slk - 1560 ps
Yosys chip area - 5670 um2
Crit path DAT - 2760 ps
Count of buffers from port buffering - 24
Starting density of the core - 0.519
Register share after synthesis - 0.722
Area leader, netlist - edfxtp_1
Worst hold stages - 2
TNS Setup - 0 ps
Vias in the first global route - 3,090
TritonCTS buffer count - 17
Routed len/inst - 21.0 um
Antenna violations before repair - 0
Fin. max-slew vios - 0
Root buf cell - clkbuf_16
Synth area leaders - edfxtp_1, mux4_2, dfrtp_1
Main logic family - multiplexers
Net Sw Power - 1400 uW
Hpwl dp - 7130 um
Logic pwr share - 0.328
Number of enable flip-flop cells - 128
Switch share - 0.310
CP endpoint kind - output pin
Initial DRC Count - 146
GP Congestion - 0.806
Hold Startpoint - signal_found.fifo_overflow
Tightest Hold Check Type - reg -> reg
Die height - 108 um
DRT Pass-1 Iters - 4
Hold_buf cts - 0
Late-Pin Clk Latency - 410 ps
Status - finished clean
DRC - 0
Hold Worst Slack - 511 ps
Layout fillers - 816
Clock skew - 7.04 ps
Tool warnings - 28
Routed length on met3 - 1230 um
Dominant flop cell - edfxtp_1
Avg Inst Size Synth - 17.4 um2
Unique masters post-synth - 36
Longest Clk Path Bufs - 2
Post_cts resized - 0
Slew @ Worst Pin - 632 ps
Most instantiated cells after synthesis - edfxtp_1, mux2i_1, o21ai_0, mux4_2, nand2_1
Wire length on met1 - 4740 um
Vias/cell - 5.69
Max Used Layer - met4
Max frequency - 273 MHz
Via count - 2,979
Die area - 11,800 um2
Final ANT Viol Nets - 0
Total design power - 4510 uW
CTS tree - yes
Int Pwr - 3110 uW
GRT Overall Usage - 0.229
CP required - 3600 ps
Xor/xnor share - 0.0183
Share of cells above drive strength 1 - 0.211
Setup bufs post-CTS - 0
Max-Slew Margin vs Limit - 0.578
Maximum vdd drop - 0.314 mV
Num rows - 38
RSZ-0062 raised after global routing - false
Lkg Pwr - 0.00232 uW
Logic area - 1470 um2
Adder share - 0.0177
Top-count cell post-synth - edfxtp_1
Total wire length - 11,000 um
Max-area cell share - 0.678
Clock slew at reported path FFs - 60 ps
Hold Vio Cnt, Final - 0
Met2 WL - 4880 um
Netlist Area Pre-Place - 5670 um2
Hold path endpoint - signal_found.fifo_overflow
Die X-Extent - 108 um
Final WS setup - 843 ps
Synth warnings - 4
-- critical path, cell delays in order (launching register included) --
cell and delay (ps):
dfrtp_2 670, buf_12 330, ha_1 230, nand2b_1 120, xnor2_1 220, nand2_1 100
nor2_1 150, clkdlybuf4s50_1 490
-- how the worst max path moves through the flow --
| stage | slack [ps] | depth (start not counted) | start | end |
|---|---|---|---|---|
| CTS | 800 | 7 | pointer_1.rdPtr[0] | fifo_empty |
| global route | 560 | 7 | pointer_1.rdPtr[0] | data_out[2] |
| finish | 840 | 7 | pointer_1.rdPtr[0] | fifo_empty |
-- flip-flops by register name, summed over array words and instances (netlist names) --
name and count:
mArray.data_out_2 128, pointer_1.rdPtr 4, pointer_2.wrPtr 4, signal_found.fifo_overflow 1, signal_found.fifo_underflow 1
-- layer usage --
metal,GRT usage,vias up
li1,-,1380
met1,0.387,1470
met2,0.315,115
met3,0.123,14
met4,0.0222,0
met5,0.00893,-
-- cells in the final DEF (no fill, tap or decap), types with 2 or more instances in the layout --
| cell type | n |
|---|---|
| clkinvlp_4 | 4 |
| xnor2_1 | 8 |
| a221oi_1 | 8 |
| clkinv_4 | 3 |
| edfxtp_1 | 128 |
| clkdlybuf4s50_1 | 24 |
| mux2i_1 | 24 |
| bufinv_16 | 2 |
| nand3_1 | 3 |
| nor2_1 | 12 |
| nor4_2 | 4 |
| mux4_2 | 16 |
| and2_1 | 5 |
| nand2_1 | 14 |
| a22oi_1 | 8 |
| dfrtp_1 | 9 |
| xor2_1 | 2 |
| ha_1 | 8 |
| clkinv_2 | 2 |
| buf_4 | 16 |
| a21oi_1 | 9 |
| clkbuf_1 | 2 |
| inv_1 | 11 |
| o21ai_0 | 17 |
| or3_1 | 2 |
| nor3_2 | 2 |
| mux2_2 | 9 |
| clkbuf_16 | 17 |
-- cell type report --
| cell class | count | share of cell area |
|---|---|---|
| repair buffers | 41 | 0.0564 |
| clock buffers | 19 | 0.0642 |
| flip-flops and latches | 138 | 0.607 |
| well taps | 140 | 0.0260 |
| inverters | 11 | 0.00612 |
| multi-input cells | 162 | 0.218 |
| clock inverters | 13 | 0.0217 |
-- power groups by stage --
stage / registers [uW] / clock network [uW] / logic (uW)
finish: 1700 / 1340 / 1480
global route: 1720 / 1420 / 1660
CTS: 1700 / 1360 / 1500
-- cells by family (layout without fill, tap and decap cells) --
group | Yosys count | after routing
mux | 49 | 49
xor+xnor | 11 | 11
buf+inv | 25 | 84
simple gates | 47 | 47
fa+ha+maj | 8 | 8
compound gates | 47 | 47
flops | 138 | 138
-- metrics by stage --
stage	instance area (um2)	cells
2_1_floorplan	5670	325
3_3_place_gp	6160	492
3_5_place_dp	6160	492
4_1_cts	6740	524
5_1_grt	6740	524
6_report	6740	524
Power and IR drop assume default switching activity.
